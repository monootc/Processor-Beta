===== ./design.v =====
module alu(input logic [31:0] A, B,
	   input logic [4:0] ALUOp,
	   output logic [31:0] Y,
	   output logic z, v, n);
logic [31:0] boolout, shiftout, arithout, compout;
bool xbool(ALUOp[3:0], A, B, boolout);
arith xarith(ALUOp[1:0],A,B,arithout,z,v,n);
comp xcomp(ALUOp[3], ALUOp[1], z,v,n,compout);
shift xshift(ALUOp[1:0],A,B,shiftout);
always_comb begin
	if(ALUOp >= 5'b10000)			Y <= boolout;
	else if(ALUOp[3:2] == 2'b10)	Y <= shiftout;
	else if(ALUOp[2] == 1'b1 && ALUOp[0] == 1'b1)	Y <= compout;
	else if(ALUOp == 5'b0 || ALUOp == 5'b1)			Y <= arithout;
	else										Y <= 32'b0;
end
endmodule
module arith(input logic [1:0] op,
             input logic [31:0] A, B,
	     output logic [31:0] arithout,
	     output logic z, v, n);
logic [31:0] two_B;
always_comb begin
	if(op == 2'b0) begin
		two_B <= B;
	end
	else begin
		two_B <= ~B + 1;
	end
end
assign arithout = A + two_B;
always_comb begin
	if((~A[31] & ~two_B[31] & arithout[31]) || (A[31] & two_B[31] & ~arithout[31]))
		v <= 1;
	else
		v <= 0;
end
assign z = (arithout == 0);
assign n = (arithout[31] == 1);
endmodule
module beta(    input logic clk, reset,
                input logic [31:0] id, memReadData,
                output logic [31:0] ia, memAddr, memWriteData,
                output logic MemRead, MemWrite);
logic RegDst, ALUSrc, RegWrite, MemToReg, z, v, n;
logic [4:0] ALUOp;
logic [31:0] radata, ext_data , alu_2nd_src, rbdata, wdata;
assign opCode = id[31:26];
pc pc_module(clk, reset, ia);
ctl ctl_module(reset, id[31:26], id[5:0], RegDst, ALUSrc, RegWrite, MemWrite, MemRead, MemToReg, ALUOp );
regfile regfile_module(clk, RegWrite, RegDst, id[25:21], id[20:16], id[15:11], wdata, radata, rbdata);
alu alu_module(radata, alu_2nd_src, ALUOp, memAddr, z, v, n);
always_comb begin
    if(ALUOp[4] == 1'b1)  
        ext_data <= {{16'b0}, id[15:0]};
    else if(ALUOp == 5'b01000 || ALUOp == 5'b01001 || ALUOp == 5'b01011)  
        ext_data <= {{27'b0}, id[10:6]};  
    else if(ALUOp == 5'b0 || ALUOp == 5'b1 || ALUOp == 5'b00111 || ALUOp == 5'b00101 || ALUOp == 5'b01101  ) 
        ext_data <= {{16{id[15]}}, id[15:0]};  
    else
        ext_data <= 32'b0; 
end
always_comb begin
    case(ALUSrc)
        1'b1:       alu_2nd_src <= ext_data;
        1'b0:       alu_2nd_src <= rbdata;
     default:       alu_2nd_src <= 32'b0;
    endcase
end
always_comb begin
    case (MemToReg)
        1'b1:   wdata <= memReadData;
        1'b0:   wdata <= memAddr;
     default:   wdata <= 32'b0;
    endcase
end
assign memWriteData = rbdata;
endmodule
module bool(input logic [3:0] ALUOp,
            input logic [31:0] A, B,
	    output logic [31:0] boolout);
always_comb begin
	case(ALUOp)
		4'b1010:	boolout <= A;
		4'b1000:	boolout <= A & B;
		4'b0001:	boolout <= ~(A | B);
		4'b1110:	boolout <= A | B;
		4'b1001:	boolout <= ~(A ^ B);
		4'b0110:	boolout <= (A ^ B);
		default:	boolout <= 32'd0;
	endcase
end
endmodule
module comp(input logic op1, op2,
	    input logic z, v, n,
	    output logic [31:0] compout);
always_comb begin
	if(op1 && !op2) begin
		if(!n && !z && v)	compout <= 1;
		else if((n || z) && !v)	compout <= 1;
		else				compout <= 0;
	end
	else if(!op1 && !op2) begin
		if(!n && z)			compout <= 1;
		else				compout <= 0;
	end
	else if(!op1 && op2) begin
		if(!z && n && !v)	compout <= 1;
		else if(!z && !n && v)	compout <= 1;
		else					compout <= 0;
	end
	else
		compout <= 0;
end
endmodule
module ctl(	input logic reset, 
			input logic [5:0] opCode, funct,
			output logic RegDst, ALUSrc, RegWrite,
			output logic MemWrite, MemRead, MemToReg,
			output logic [4:0] ALUOp);
always_comb begin
	if(reset == 1) begin
		RegDst <= 0;
		ALUSrc <= 0;
		RegWrite <= 0;
		MemWrite <= 0;
		MemRead <= 0;
		MemToReg <= 0;
		ALUOp <= 0;
	end
	else begin
		if(opCode == 6'b0) begin
			if(funct == 6'b100000) begin 		 
				set_R_control_signals();
				ALUOp <= 5'b0;
			end
			else if(funct == 6'b100010)	begin
				set_R_control_signals();
				ALUOp <= 5'b1;			 
			end
			else if(funct == 6'b100100)	begin
				set_R_control_signals();
				ALUOp <= 5'b11000;   
			end
			else if(funct == 6'b100111)	begin
				set_R_control_signals();
				ALUOp <= 5'b10001;
			end    
			else if(funct == 6'b100101) begin
				set_R_control_signals();
				ALUOp <= 5'b11110;   
			end
			else if(funct == 6'b100110)	begin
				set_R_control_signals();
				ALUOp <= 5'b10110;   
			end
			else if(funct == 6'b101010) begin
				set_R_control_signals();
				ALUOp <= 5'b00111;
			end
			else if(funct == 6'b0) begin  
				RegDst <= 0;
				ALUSrc <= 1;
				RegWrite <= 1;
				MemWrite <= 0;
				MemRead <= 0;
				MemToReg <= 0;
				ALUOp <= 5'b01000;
			end
			else if(funct == 6'b000010) begin  
				RegDst <= 0;
				ALUSrc <= 1;
				RegWrite <= 1;
				MemWrite <= 0;
				MemRead <= 0;
				MemToReg <= 0;
				ALUOp <= 5'b01001;
			end
			else if(funct == 6'b000011) begin  
				RegDst <= 0;
				ALUSrc <= 1;
				RegWrite <= 1;
				MemWrite <= 0;
				MemRead <= 0;
				MemToReg <= 0;
				ALUOp <= 5'b01011;
			end
			else begin
				RegDst <= 0;
				ALUSrc <= 0;
				RegWrite <= 0;
				MemWrite <= 0;
				MemRead <= 0;
				MemToReg <= 0;
				ALUOp <= 0;
			end
		end
		else if(opCode == 6'b001000) begin  
			set_I_control_signals();
			ALUOp <= 5'b0;
		end
		else if(opCode == 6'b001100) begin  
			set_I_control_signals();
			ALUOp <= 5'b11000;
		end
		else if(opCode == 6'b001101) begin  
			set_I_control_signals();
			ALUOp <= 5'b11110;
		end
		else if(opCode == 6'b001110) begin  
			set_I_control_signals();
			ALUOp <= 5'b10110;
		end
		else if(opCode == 6'b100011) begin  
			RegDst <= 1;
			ALUSrc <= 1;
			RegWrite <= 1;
			MemWrite <= 0;
			MemRead <= 1;
			MemToReg <= 1;
			ALUOp <= 5'b0;
		end
		else if(opCode == 6'b101011) begin  
			RegDst <= 0;
			ALUSrc <= 1;
			RegWrite <= 0;
			MemWrite <= 1;
			MemRead <= 0;
			MemToReg <= 0;
			ALUOp <= 5'b0;
		end
		else begin
			RegDst <= 0;
			ALUSrc <= 0;
			RegWrite <= 0;
			MemWrite <= 0;
			MemRead <= 0;
			MemToReg <= 0;
			ALUOp <= 0;
		end
	end
end
function void set_R_control_signals;
	RegDst <= 0;
	RegWrite <= 1;
	ALUSrc <= 0;
	MemWrite <= 0;
	MemRead <= 0;
	MemToReg = 0;
endfunction
function void set_I_control_signals;
	RegDst <= 1;
	ALUSrc <= 1;
	RegWrite <= 1;
	MemWrite <= 0;
	MemRead <= 0;
	MemToReg <= 0;
endfunction
endmodule
module pc(	input logic clk, reset,
			output logic [31:0] ia);
always_ff @(posedge clk or posedge reset) begin
	if(reset==1)
		ia <= 0;
	else
		ia <= ia + 4;
end
endmodule
module regfile(	input logic clk, RegWrite, RegDst,
				input logic [4:0] ra, rb, rc,
				input logic [31:0] wdata,
				output logic [31:0] radata, rbdata);
logic [31:0] memory [31:0];
initial begin
	for(int i = 0; i < 32; i++)
		memory[i] <=0;
end
assign radata = (ra == 5'b0) ? 32'b0 : memory[ra];
assign rbdata = (rb == 5'b0) ? 32'b0 : memory[rb];
always_ff @(posedge clk) begin
	if(RegWrite) begin
		if(!RegDst) memory[rc] <= wdata;
		else 		memory[rb] <= wdata;
	end
end
endmodule
module shift(	input logic [1:0] ALUOp, 
				input logic [31:0] A, B,
				output logic [31:0] shiftout);
int A_int;
assign A_int = A;
always_comb begin
	case(ALUOp)
		2'b00:		shiftout <= A << B;
		2'b01:		shiftout <= A >> B;
		2'b11:		shiftout <= A_int >>> B;
		default:	shiftout <= 0;
	endcase
end
endmodule

===== ./run.sh =====
#!/bin/bash
# OpenROAD 26Q1-2900-gdf79404cd8, Yosys 0.63+post, stock flow scripts
make -C /OpenROAD-flow-scripts/flow DESIGN_CONFIG=/design/flow/config.mk WORK_HOME=/design/flow/orfs finish

===== ./config.mk =====
export PLATFORM = sky130hd
export DESIGN_NAME = beta
export DESIGN_NICKNAME = beta
export VERILOG_FILES = /design/flow/design.v
export SDC_FILE = /design/flow/constraint.sdc
export NUM_CORES = 4
export LEC_CHECK = 1
export CORE_UTILIZATION = 30

===== ./constraint.sdc =====
current_design beta

set clk_period 36.1
set clk_io_pct 0.2

create_clock -name clk0 -period $clk_period [get_ports {clk}]

set non_clock_inputs [all_inputs -no_clocks]
set_input_delay [expr $clk_period * $clk_io_pct] -clock clk0 $non_clock_inputs
set_output_delay [expr $clk_period * $clk_io_pct] -clock clk0 [all_outputs]

==> results_dict.tcl <==
# metrics dict for downstream scripts
set metrics [dict create \
    yosysWarnings 10 \
    post_synth_num_cell_types 97 \
    max_stage_delay_ns 0.74 \
    timing.final.setup_violations 0 \
    timing.setup.tns_ns 0 \
    grt_max_degree 76 \
    total_power_mw 3.57 \
    count_of_h_tree_levels_built_during_cts 3 \
    clkTransAtPathRegs_ns 0.06 \
    synth_area_um2 58500 \
    cts_root_buf "sky130_fd_sc_hd__clkbuf_16" \
    worstRegToRegCells 29 \
    total_leakage_power_nw 22.6 \
    outcome "finished, final reports clean" \
    crit_path_top_delay_cell "sky130_fd_sc_hd__or4_1" \
    finalClockSkew_ns 0.122 \
    post_drt_wl_per_cell_um 35.7 \
    cts.repair_timing.setup_buffer_count 0 \
    hold-worst-slack_ns 0.503 \
    cts_inserted_buffers 102 \
    fin_util 0.350 \
    grt_pass1_wl_um 347000 \
    tritoncts_clock_tree "yes" \
    final_min_period_over_clock_period 0.662 \
    worstMarginPinSlew_ns 1.17 \
    floorplan.die.width_um 444 \
    antenna_left 0 \
    worst-endpoint-arrival_ns 16.70 \
    grt_pass1_vias 44000 \
    cts_hold_repair.buffers 0 \
    enable_flop_cells 1015 \
    cts_max_path_buffers 3 \
    cp.required_ns 28.88 \
    final-hold-violation-count 0 \
    criticalPathCategory "in -> out" \
    warnings 59 \
    most_instantiated_logic_cell_after_routing "sky130_fd_sc_hd__edfxtp_1" \
    drt-total-wl_um 253000 \
    overflow 0 \
    power_density_nw_per_um2 52.9 \
    layout-area-overhead-vs-synth_pct 15.4 \
    avgViaCountPerCell 6.05 \
    antenna_found_initial 13 \
    gr-usage-all-layers 0.268 \
    die_height_um 444 \
    hold_path_depth 1 \
    maxSlewViolCount 0 \
    ys_ff 1045 \
    dr.first_iter.drc_count 3704 \
    cpMostUsedCell "sky130_fd_sc_hd__buf_4" \
    worstHoldPathType "reg -> reg" \
    drc 0 \
    crit_fanout 41 \
    ys_cells 4273 \
    dieArea_um2 197000 \
    io-pin-count 164 \
    grt_setup_unrepaired "false" \
    place_congestion 1.06 \
    synthesis.instances 4273 \
    postSynthAreaPerCell_um2 13.7 \
    startpoint_type "primary input" \
    postCtsResizedCells 0 \
    worst_setup_path_end_kind "primary output" \
    drv_cap 0 \
    postSynth.asyncResetShare 0.0287 \
    num_rows 161 \
    filler_cell_count 18200 \
    drive_gt1_frac 0.205 \
    achievable-frequency_ghz 0.0418 \
    yosys_most_used_dff "sky130_fd_sc_hd__edfxtp_1" \
    ys_seq_frac 0.534 \
    detailedPlacementHpwl_um 173000 \
    minimum_period_implied_by_the_final_worst_setup_slack_ns 23.92 \
    detailroute.via_count 42800 \
    core_area_um2 193000 \
    slew_headroom 0.222 \
    port_buffers 161 \
    drtPass1Iterations 9 \
    yosys-stat-area_um2 58500 \
    fp_util 0.303 \
    clkLatencyLatePin_ns 0.81 \
    most_frequent_logic_cells_in_the_routed_design "1015 x sky130_fd_sc_hd__edfxtp_1, 366 x sky130_fd_sc_hd__mux4_2, 360 x sky130_fd_sc_hd__mux2i_1" \
    peakVddDrop_mv 0.0381 \
    cts_sinks 1045 \
]
-- synthesized netlist by cell type, types with 76 or more instances --
library cell / number / area, µm²
sky130_fd_sc_hd__mux4_2: 366 / 8240
sky130_fd_sc_hd__inv_1: 90 / 338
sky130_fd_sc_hd__a21oi_1: 174 / 871
sky130_fd_sc_hd__mux2i_1: 360 / 3600
sky130_fd_sc_hd__edfxtp_1: 1015 / 30500
sky130_fd_sc_hd__ha_1: 98 / 1230
sky130_fd_sc_hd__a22oi_1: 225 / 1690
sky130_fd_sc_hd__nand3_1: 99 / 495
sky130_fd_sc_hd__mux2_2: 76 / 856
sky130_fd_sc_hd__clkbuf_1: 159 / 597
sky130_fd_sc_hd__o21ai_0: 151 / 756
sky130_fd_sc_hd__nand2_1: 192 / 721
sky130_fd_sc_hd__buf_2: 79 / 395
sky130_fd_sc_hd__nor2_1: 284 / 1070
-- layout make-up --
cell class                 count  area [µm²]  share of cell area
sequential                  1045       31200               0.462
clock inverter                70         910              0.0135
multi-input combinational   2823       25900               0.384
inverter                      94         353             0.00522
tap                         2526        3160              0.0468
clock buffer                 119        2620              0.0387
antenna                       13        32.5            0.000482
timing repair buffer         384        3330              0.0492
-- kinds of logic (layout without fill, tap and decap cells) --
logic type                 after synthesis  after routing  share of synthesized area
adders and majority gates              100            100                     0.0215
AOI/OAI and AO/OA                      996            996                      0.116
and+or+nand+nor                        838            838                     0.0681
other                                    1             15                  0.0000641
xor gates and xnor gates                84             84                     0.0126
muxes                                  803            803                      0.217
DFF                                   1045           1045                      0.534
buffers and inverters                  406            667                     0.0304
-- path summary, 6_finish.rpt --
kind                                                   start                            to  slack, ns
worst max register to register  regfile_module.memory[31][1]  regfile_module.memory[2][31]      27.27
min in group asynchronous                              reset              pc_module.ia[29]       7.57
worst max-delay path                                  id[27]                   memAddr[31]      12.18
worst min-delay path                        pc_module.ia[31]              pc_module.ia[31]       0.50
worst min register to register              pc_module.ia[31]              pc_module.ia[31]       0.50
max in group asynchronous                              reset              pc_module.ia[19]      28.19
-- worst max-delay path: cells and delay by family --
| family | cells | cell delay [ns] |
|---|---|---|
| fa+ha+maj | 1 | 0.37 |
| compound gates | 11 | 2.55 |
| buf+inv | 7 | 2.61 |
| mux | 2 | 0.36 |
| xor+xnor | 2 | 0.36 |
| simple gates | 10 | 3.18 |
-- state kept, by name, indices dropped and copies added (netlist names) --
register,cells
pc_module.ia,30
regfile_module.memory,1015
-- metrics by stage --
| step | setup WS (ns) | instances | area [µm²] |
|---|---|---|---|
| 6_report | 12.18 | 7074 | 67600 |
| 5_1_grt | 11.78 | 7065 | 67500 |
| 4_1_cts | 12.41 | 7061 | 67500 |
| 3_5_place_dp | 12.41 | 6872 | 64000 |
| 3_3_place_gp | 12.46 | 6872 | 64000 |
| 2_1_floorplan | 15.18 | 4274 | 58500 |
-- layer usage --
layer,vias up,share of wire,GRT usage
met5,-,0.0022,0.0188
met4,24,0.077,0.159
met3,717,0.16,0.175
met2,3098,0.46,0.401
met1,21200,0.31,0.280
li1,17800,-,-
-- power breakdown --
part	total [mW]	switching (mW)	internal, mW	leakage, nW
combinational	0.928	0.663	0.265	11.3
clock	1.13	0.490	0.639	1.69
sequential	1.52	0.000710	1.51	9.56
total	3.57	1.15	2.42	22.6
No activity file was given, so power comes from the tool's default toggle rates.
